File: design/flow/run.sh
#!/bin/bash
# OpenROAD 26Q1-2900-gdf79404cd8, Yosys 0.63+post, stock flow scripts
make -C /OpenROAD-flow-scripts/flow DESIGN_CONFIG=/design/flow/config.mk WORK_HOME=/design/flow/orfs finish
File: design/flow/config.mk
export PLATFORM = sky130hd
export DESIGN_NAME = LBP
export DESIGN_NICKNAME = LBP
export VERILOG_FILES = /design/flow/design.v
export SDC_FILE = /design/flow/constraint.sdc
export NUM_CORES = 4
export LEC_CHECK = 1
export CORE_UTILIZATION = 40
File: design/flow/constraint.sdc
current_design LBP

set clk_period 4.8
set clk_io_pct 0.2

create_clock -name clk0 -period $clk_period [get_ports {clk}]

set non_clock_inputs [all_inputs -no_clocks]
set_input_delay [expr $clk_period * $clk_io_pct] -clock clk0 $non_clock_inputs
set_output_delay [expr $clk_period * $clk_io_pct] -clock clk0 [all_outputs]
File: design/flow/design.v
`timescale 1ns/10ps
module LBP ( clk, reset, gray_addr, gray_req, gray_ready, gray_data, lbp_addr, lbp_valid, lbp_data, finish);
input   	      clk;
input   	      reset;
output reg [13:0] gray_addr;
output reg        gray_req;
input   	      gray_ready;
input   [7:0] 	  gray_data;
output reg [13:0] lbp_addr;
output reg 	      lbp_valid;
output reg [7:0]  lbp_data;
output reg 	      finish;
reg [2:0] n_state,c_state;
reg [2:0] cnt;
wire [6:0] cx , cy;
reg [7:0] center_pixel;
assign cx = gray_addr[6:0];
assign cy = gray_addr[13:7];
parameter IDLE     = 3'd0,
          GET_GC   = 3'd1,
          GET_GP   = 3'd2,
          WRITE    = 3'd3,
          FIN      = 3'd4
;
always @(posedge clk or posedge reset) begin
    if (reset) c_state <= IDLE;
    else c_state <= n_state;
end
always @(*) begin
    case (c_state)
        IDLE   : n_state = (gray_ready == 1'b1) ? GET_GC : c_state;
        GET_GC : n_state = GET_GP;
        GET_GP : n_state = (cnt == 3'd7) ? WRITE : c_state;
        WRITE  : n_state = (cy == 7'd127 && cx == 7'd127) ? FIN : GET_GC;
        default: n_state = c_state;
    endcase
end
always @(posedge clk or posedge reset) begin
    if(reset)cnt <= 3'd0;
    else if(c_state == GET_GC || c_state == GET_GP) cnt <= cnt + 3'd1;
    else cnt <= 3'd0;
end
always @(posedge clk or posedge reset) begin
    if(reset) gray_req <= 1'b0;
    else if(gray_ready == 1'b1) gray_req <= 1'b1;
    else if(c_state == FIN)   gray_req <= 1'b0;
end
always @(posedge clk or posedge reset) begin
    if(reset) gray_addr <= 14'd129;
    else if(c_state == GET_GC || c_state == GET_GP)begin
        if(cnt == 3'd0) gray_addr <= gray_addr - 14'd129;
        else if(cnt == 3'd1 || cnt == 3'd2) gray_addr <= gray_addr + 14'd1;
        else if(cnt == 3'd3) gray_addr <= gray_addr + 14'd126;
        else if(cnt == 3'd4) gray_addr <= gray_addr + 14'd2;
        else if(cnt == 3'd5) gray_addr <= gray_addr + 14'd126;
        else if(cnt == 3'd6 || cnt == 3'd7) gray_addr <= gray_addr + 14'd1;
    end
    else if(c_state == WRITE)begin
        if(cx < 7'd127) gray_addr <= gray_addr - 14'd128;
        else if(cx == 7'd127) gray_addr <= gray_addr - 14'd126;
        else gray_addr <= gray_addr + 14'd3;
    end
end
always @(posedge clk or posedge reset) begin
    if(reset) center_pixel <= 8'd0;
    else if(c_state == GET_GC) center_pixel <= gray_data;
end
always @(posedge clk or posedge reset) begin
    if(reset) lbp_valid <= 1'b0;
    else if(c_state == WRITE) lbp_valid <= 1'b1;
    else lbp_valid <= 1'b0;
end
always @(posedge clk or posedge reset) begin
    if(reset) lbp_addr <= 14'd0;
    else if(c_state == WRITE) lbp_addr <= gray_addr - 14'd129;
end
always @(posedge clk or posedge reset) begin
    if(reset) lbp_data <= 14'd0;
    else if(c_state == GET_GP || c_state == WRITE)begin
        if(gray_data >= center_pixel) begin
            if(cnt > 3'd0) lbp_data <= lbp_data + (1 << (cnt - 3'd1));
            else lbp_data <= lbp_data + (1 << 3'd7);
        end
    end
    else if(c_state == GET_GC) lbp_data <= 14'd0;
end
always @(posedge clk or posedge reset) begin
    if(reset) finish <= 1'b0;
    else if(c_state == FIN) finish <= 1'b1;
end
endmodule
==> summary.txt <==
fresh numbers from the pnr run: status completed, AO/OA Area Share 0.2459, Final Hold Vio Count 0, WP data arrival 3.31 ns, Die Y around 110 µm, Worst-Margin Slew 0.9458 ns, clk sink count 55, layout cell share with drive strength beyond 1 0.07106, dominant logic cell types in the final layout nor2_1 (53), dfrtp_1 (52), clkdlybuf4s50_1 (49), OpenROAD warnings 36, htree depth 2, yosys simple share 0.2083, Tmin final between 3 and 4 ns, DRT Pass-1 Iters 5, Post-synth regs about 55, R2R setup slack around 1.7 ns, Setup CP Type register to register, initial antenna violation count 0, Commonest flop dfrtp_1, Tot Pwr roughly 0.77 mW, sequential share of the synthesized area 0.3075, GRT Util Overall 0.2513, First DRT Iteration DRCs 277, Synth mux share 0.04182, ys async rst share 1.000, Bufs on Longest Clock Path 2, Final Non-Filler Cells between 700 and 800, final cycle utilization of the critical path 0.6502, most frequent logic cell in the layout nor2_1, tally of unique sky130hd cells used after synthesis 72, Die Wd between 100 and 150 µm, fp util 0.4122, Worst slew margin 0.3628, row count 38, Total Routed Length roughly 14000 µm, antenna-violating nets left 0, Core ar. 0.01089 mm², first-pass GRT wire length between 20000 and 25000 µm, met2 wire len a little over 6000 µm, # Cells Yosys roughly 540, largest net degree at the start of global routing 30, clock transition at the registers of the reported paths approximately 0.12 ns, Startpoint Class register, setup ws final between 1.5 and 2 ns, RSZ-0062 raised after global routing false, class of the worst hold path register to register, Syn Inst Count between 500 and 600, EDFF count, synth 0, cts bufs inserted 5, DP Wirelength approximately 9700 µm, tally of yosys warning messages 1, M1 WL roughly 6300 µm, Port Buf Inserts 49, max-cap viol count 0, fillers 1061, gpl congestion between 0.9 and 1, critical path fanouts, max 15, Syn Area/Cell 8.250 µm², yosys xor share 0.04879, # diodes 0, comb area leader AND-OR/OR-AND gates, setup tns final 0 ns, total gr overflow 0, adder share 0.09088, Worst IR Drop VDD 100.4 µV, Final setup viols 0, CTS tree yes, IO Pins roughly 50, clk ins delay skew pair 0.33 ns, Via Count between 4000 and 5000, PD cells 149.4 mW/mm², chip footprint 0.01165 mm², hold-fix buffers at CTS 0, Max Clk Rate 0.3204 GHz, Top Layer Used met4, P&R area growth vs syn 15.28%, placed insts 709, Yosys Chip Area 0.004488 mm², post-CTS resize count 0, Setup crit end kind register, Vias/cell around 6, critical path required time 4.99 ns, DRC 0, vias in the first global route roughly 4000, Setup WS pre-CTS between 1.5 and 2 ns, hold slack 0.4754 ns, Post-CTS Setup Inserts 0, mapped cell area roughly 0.0045 mm², leak pwr between 2 and 2.5 nW, metal3 WL around 850 µm, max-slew violations 0, Setup Skew 0.01187 ns, Root Driver clkbuf_8, wire per inst about 19 µm
## area by class of cell
class | count | area, µm² | share of cell area
clock buffer | 5 | 68.82 | 0.01330
clock inverter | 3 | 22.52 | 0.004353
inverter | 33 | 123.9 | 0.02394
multi-input combinational | 424 | 2853 | 0.5514
sequential | 55 | 1380 | 0.2667
tap | 140 | 175.2 | 0.03386
timing repair buffer | 57 | 550.5 | 0.1064
## per-layer routing
layer,GRT usage,up-vias
met3,0.02840,24
met5,0,-
met2,0.3965,181
met1,0.3780,2049
li1,-,2063
met4,0.05871,0
## worst max-delay path, stage by stage, from the launching register on
cell,delay [ns]
dfrtp_1,0.43
inv_1,0.12
ha_1,0.50
nor2b_1,0.12
o21ai_0,0.64
nand2_1,0.43
a2111oi_0,0.60
o41ai_1,0.15
## worst paths after layout
kind	startpoint	endpoint	cells after the start
worst max-delay path	cnt[0]	gray_addr[5]	7
worst min-delay path	c_state[1]	finish	1
worst max register to register	cnt[0]	gray_addr[5]	7
worst min register to register	c_state[1]	finish	1
max in group asynchronous	reset	gray_addr[0]	3
min in group asynchronous	reset	finish	2
## power by group
part	switching [mW]	leakage [nW]	internal, mW	total, mW
sequential	0.0000000000000000168	0.711	0.463	0.463
combinational	0.0136	1.39	0.00970	0.0233
clock	0.181	0.0485	0.105	0.286
## synth_stat cells (all sizes together) (3+ instances only)
cell type / number / area, µm²
a2111oi: 3 / 26.28
a211oi: 9 / 67.56
a21boi: 3 / 22.52
a21o: 9 / 67.56
a21oi: 35 / 175.2
a221oi: 5 / 43.79
a22o: 3 / 26.28
a22oi: 3 / 22.52
a311oi: 5 / 43.79
a31oi: 7 / 43.79
and2: 11 / 68.82
and3: 4 / 25.02
and4: 3 / 26.28
buf: 8 / 41.28
clkbuf: 24 / 90.09
dfrtp: 52 / 1301
dfstp: 3 / 78.83
ha: 31 / 387.9
inv: 32 / 120.1
mux2: 12 / 135.1
mux2i: 3 / 30.03
nand2: 41 / 153.9
nand3: 17 / 85.08
nand4: 4 / 25.02
nor2: 53 / 198.9
nor2b: 6 / 37.54
nor3: 22 / 121.4
nor3b: 3 / 22.52
nor4: 7 / 43.79
o211ai: 3 / 22.52
o21a: 3 / 22.52
o21ai: 41 / 205.2
o221ai: 3 / 26.28
o22ai: 5 / 31.28
o31ai: 5 / 37.54
o32ai: 3 / 26.28
o41ai: 3 / 26.28
xnor2: 18 / 157.7
xor2: 7 / 61.31
## cells by family (layout without fill, tap and decap cells)
kind of cell             Yosys count  in the layout
AND/OR/NAND/NOR                  186            186
adder cells (fa/ha/maj)           32             32
multiplexers                      16             16
XOR/XNOR                          25             25
buffers and inverters             65             98
AND-OR/OR-AND                    165            165
flip-flops                        55             55
## flip-flops by register name (all words and copies together), names as in the netlist
name	cells
c_state	5
center_pixel	8
cnt	3
finish	1
gray_addr	14
gray_req	1
lbp_addr	14
lbp_data	8
lbp_valid	1
## stage by stage
step                instance area [µm²]    util
detailed placement                 5082  0.4668
floorplan                          4488       -
global placement                   5082  0.4668
global route                       5174  0.4752
CTS                                5174  0.4752
finish                             5174  0.4752
No activity file was given, so power comes from the tool's default toggle rates.
